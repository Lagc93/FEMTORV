==> flow/design.v <==
module led_blink_all (
    input clk,         
    output reg led2,
    output reg led3,
    output reg led4,
    output reg led5
);
    reg [23:0] counter2;    
    reg [23:0] counter3;    
    reg [23:0] counter4;    
    reg [23:0] counter5;    
    always @(posedge clk) begin
        counter2 <= counter2 + 1;
        if (counter2 == 24'd13500000) begin   
            counter2 <= 0;
            led2 <= ~led2;
        end
        counter3 <= counter3 + 1;
        if (counter3 == 24'd6750000) begin    
            counter3 <= 0;
            led3 <= ~led3;
        end
        counter4 <= counter4 + 1;
        if (counter4 == 24'd3375000) begin    
            counter4 <= 0;
            led4 <= ~led4;
        end
        counter5 <= counter5 + 1;
        if (counter5 == 24'd27000000) begin   
            counter5 <= 0;
            led5 <= ~led5;
        end
    end
endmodule
==> flow/run.sh <==
#!/bin/bash
# OpenROAD 26Q1-2900-gdf79404cd8, Yosys 0.63+post, stock flow scripts
make -C /OpenROAD-flow-scripts/flow DESIGN_CONFIG=/design/flow/config.mk WORK_HOME=/design/flow/orfs finish
==> flow/config.mk <==
export PLATFORM = sky130hd
export DESIGN_NAME = led_blink_all
export DESIGN_NICKNAME = led_blink_all
export VERILOG_FILES = /design/flow/design.v
export SDC_FILE = /design/flow/constraint.sdc
export NUM_CORES = 4
export LEC_CHECK = 1
export CORE_UTILIZATION = 40
==> flow/constraint.sdc <==
current_design led_blink_all

set clk_period 3.1
set clk_io_pct 0.2

create_clock -name clk0 -period $clk_period [get_ports {clk}]

set non_clock_inputs [all_inputs -no_clocks]
set_input_delay [expr $clk_period * $clk_io_pct] -clock clk0 $non_clock_inputs
set_output_delay [expr $clk_period * $clk_io_pct] -clock clk0 [all_outputs]
==> impl_metrics.csv <==
group,metric,value,unit
status,outcome,"completed",
synth,synth.yosys.seq_area_share,0.4375,
pwr,power.total,2.529,mW
critical_path,worstPathCellList,"inv_1, ha_1, nor4b_1, nand4_1, nor2_1, buf_4",
cts,tritoncts,"done",
drt,antenna_cells,0,
sta,fmax,0.4790,GHz
placement,gp_congestion,0.8038,
run,max-cap-violations,0,
cts,postCtsHoldBufs,0,
critical_path,worstSetupEndpoint,"led5",
drt,detailedRoute.firstIterationViolations,206,
critical_path,rr_worst_depth,6,
sta,setup_tns,0,ps
final_layout,filler_cell_count,1044,
critical_path,r2r-end,"led5",
critical_path,setup.worst_path.start,"counter5[0]",
drt,drt-vias-per-instance,5.263,
sta,timing.final.hold_violations,0,
drt,drt-wirelength-per-cell,12.81,um
final_layout,fraction_of_layout_instances_using_a_drive_strength_above_1,0.05618,
drt,detail_route.drc_violations,0,
critical_path,crit_path_top_delay_cell,"nor2_1",
global_routing,globalRouteOverflowTotal,0,
synth,edf_count,4,
pwr,p_leak,1.776,nW
synth,synth_area,4667,sq um
drt,postRouteWirelength,8670,um
cts,cts_setup_buffers,0,
sta,period_used_share,0.6734,
sta,worst_slew_pin_tran,691.0,ps
min_path,min-delay-path-class,"flop to flop",
pwr,ir_drop,0.4540,mV
critical_path,worst_ep_arrival_time,2150,ps
final_layout,combinational_area,2447,sq um
drt,detail_route.first_pass.iterations,5,
global_routing,grt_pass1_wl,14880,um
placement,dpl-instance-area,4851,sq um
sta,max-slew-margin-rel,0.5351,
placement,dpl.hpwl,6017,um
synth,yosysWarningCount,2,
critical_path,worstPathRequired,3160,ps
cts,clock_tree_buf_depth,2,
pwr,cellPowerDensity,487.1,nW/um^2
critical_path,critPathKind,"flop to flop",
drt,routed-via-count,3563,
critical_path,worstSetupStartpointType,"flop",
sta,final_period_minus_worst_setup_slack,2088,ps
synth,mean_area_per_synthesized_cell,8.889,sq um
synth,synth-main-ff-cell,"dfxtp_1",
cts,cts-buffers-inserted,9,
synth,synth_async_sr_flop_share,0,
cts,cts.htree.levels,3,
critical_path,critical_path.max_stage_delay,450,ps
drt,count_of_antenna_violating_nets_left_after_detailed_routing,0,
floorplanning,ios,5,
floorplanning,die-width,110.0,um
critical_path,timing.critical_path.fanout_max,7,
floorplanning,placementRows,39,
sta,clock-skew-final,5.560,ps
synth,synth_flops,100,
floorplanning,die.size.y,110.0,um
final_layout,finalInstanceArea,5191,sq um
critical_path,timing.critical_path.to_type,"flop",
global_routing,grt_max_degree,17,
critical_path,rr_startpoint,"counter5[0]",
synth,synth.yosys.chip_area,4667,sq um
cts,clk_root_buffer_cell,"clkbuf_16",
floorplanning,fp_util,0.4105,
cts,clock_sink_count,100,
global_routing,groute.usage.overall,0.1574,
final_layout,most_numerous_logic_cells_after_layout,"dfxtp_1 (96), nor2_1 (57), xnor2_1 (45)",
final_layout,post-route-util,0.4566,
floorplanning,fp.dieArea,12100,sq um
cts,clk_latency,350,ps
final_layout,layout-area-overhead-vs-synth,11.23,%
final_layout,ff_latch_area,2042,sq um
sta,final_max_tran_viols,0,
run,tool_warnings,29,
cts,clk_pin_slew,70,ps
placement,numPortBuffers,4,
min_path,hold_path_startpoint,"counter4[0]",
final_layout,final_common_cell,"dfxtp_1",
global_routing,antenna_violations_before_repair,0,
synth,yosys_instances,525,
critical_path,timing.reg2reg.setup_slack,1010,ps
sta,setup_viol_count_final,0,
synth,synth.lib_cells_used.distinct,47,
sta,rsz_0062_raised_after_global_routing,"no",
global_routing,first_global_vias,3218,
cts,post_cts_resized,0,
synth,syn_inst,525,
floorplanning,placeableCoreArea,11370,sq um
kinds of logic after synthesis:
group,count (synthesis),share of synthesized area
multiplexers,10,0.02145
XOR/XNOR,65,0.1220
AND-OR/OR-AND,37,0.04638
adder cells (fa/ha/maj),8,0.02145
buffers and inverters,44,0.03807
AND/OR/NAND/NOR,261,0.3131
flip-flops,100,0.4375
critical path: cells and delay by family, from the launching register on:
kind | cells | cell delay (ps)
fa+ha+maj | 1 | 130
buf+inv | 2 | 300
flops | 1 | 340
simple gates | 3 | 1030
Yosys cell counts, types with 2 or more instances:
cell type  count  share of area
dfxtp_1       96           0.41
nor2_1        57          0.046
xnor2_1       45          0.084
nand4_1       38          0.051
nand2_1       33          0.027
inv_1         28          0.023
nand3_1       27          0.029
xor2_1        20          0.038
nor3_1        19          0.020
nor4_1        16          0.021
a21oi_1       13          0.014
o21ai_0       12          0.013
and4_1        11          0.021
and3_1        10          0.013
mux2i_1       10          0.021
and2_1         9          0.012
or3_1          9          0.012
ha_1           8          0.021
nor4b_1        8          0.015
clkbuf_1       7         0.0056
buf_2          6         0.0064
o31ai_1        6         0.0097
edfxtp_1       4          0.026
nor2b_1        4         0.0054
or4_1          4         0.0064
nand3_2        2         0.0043
nor3b_1        2         0.0032
o22ai_1        2         0.0027
power breakdown:
part           switching (mW)    total, mW  leakage (nW)  internal, mW
combinational               0  0.000000792         0.792             0
clock                   0.492         1.24         0.165         0.746
sequential                  0         1.29         0.819          1.29
sequential cells by signal, indices dropped and copies added (netlist names):
signal,cells
counter2,24
led2,1
counter4,24
counter3,24
counter5,24
led4,1
led3,1
led5,1
stage by stage:
step / hold WS [ps] / worst slack [ps] / instances
2_1_floorplan: 429.7 / 1316 / 525
3_3_place_gp: 445.1 / 1124 / 661
3_5_place_dp: 451.1 / 1017 / 661
4_1_cts: 467.2 / 1002 / 677
5_1_grt: 503.8 / 735.9 / 677
6_report: 469.6 / 1012 / 677
worst min-delay path by stage:
stage         slack, ps            to  depth (start not counted)
finish              470   counter4[0]                          1
CTS                 470   counter4[0]                          1
global route        500  counter3[23]                          1
metal layers:
| layer | share of wire | global-route usage | wire length, um | vias up |
|---|---|---|---|---|
| met5 | 0 | 0 | 0 | - |
| met4 | 0.011 | 0.01810 | 95 | 0 |
| li1 | - | - | - | 1874 |
| met2 | 0.42 | 0.2397 | 3652 | 54 |
| met1 | 0.53 | 0.2391 | 4590 | 1627 |
| met3 | 0.038 | 0.03715 | 332 | 8 |
final cells by class:
class,instances,share of cell area
clock buffer,12,0.05568
multi-input combinational,381,0.4714
tap,143,0.03447
timing repair buffer,9,0.01494
inverter,28,0.02025
sequential,100,0.3933
clock inverter,4,0.009882
Power and IR drop assume default switching activity.
