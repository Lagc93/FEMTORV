==> design/flow/config.mk <==
export PLATFORM = sky130hd
export DESIGN_NAME = uart_top
export DESIGN_NICKNAME = uart_top
export VERILOG_FILES = /design/flow/design.v
export SDC_FILE = /design/flow/constraint.sdc
export NUM_CORES = 4
export LEC_CHECK = 1
export CORE_UTILIZATION = 40
==> design/flow/constraint.sdc <==
current_design uart_top

set clk_period 6.5
set clk_io_pct 0.2

create_clock -name clk0 -period $clk_period [get_ports {clk}]

set non_clock_inputs [all_inputs -no_clocks]
set_input_delay [expr $clk_period * $clk_io_pct] -clock clk0 $non_clock_inputs
set_output_delay [expr $clk_period * $clk_io_pct] -clock clk0 [all_outputs]
==> design/flow/design.v <==
module uart_rx #(
    parameter CLK_FREQ = 27000000,
    parameter BAUD_RATE = 115200
)(
    input  wire clk,
    input  wire rst_n,
    input  wire rx,
    output reg  [7:0] rx_data,
    output reg        rx_done
);
    localparam DIV_CNT = CLK_FREQ / BAUD_RATE;
    localparam HALF_DIV = DIV_CNT / 2;
    reg [15:0] div_cnt;
    reg [3:0]  bit_cnt;
    reg        rx_reg;
    reg [7:0]  data_buf;
    reg        sampling;
    always @(posedge clk or negedge rst_n) begin
        if (!rst_n) begin
            div_cnt   <= 0;
            bit_cnt   <= 0;
            sampling  <= 0;
            rx_data   <= 0;
            rx_done   <= 0;
            rx_reg    <= 1;
        end else begin
            rx_reg <= rx;
            rx_done <= 0;
            if (!sampling) begin
                if (!rx_reg) begin
                    sampling <= 1;
                    div_cnt  <= HALF_DIV;
                    bit_cnt  <= 0;
                end
            end else begin
                if (div_cnt == DIV_CNT - 1) begin
                    div_cnt <= 0;
                    bit_cnt <= bit_cnt + 1;
                    if (bit_cnt >= 1 && bit_cnt <= 8) begin
                        data_buf[bit_cnt-1] <= rx_reg;
                    end else if (bit_cnt == 9) begin
                        rx_data <= data_buf;
                        rx_done <= 1;
                        sampling <= 0;
                    end
                end else begin
                    div_cnt <= div_cnt + 1;
                end
            end
        end
    end
endmodule
module uart_top (
    input  wire clk,
    input  wire rst_n,
    input  wire uart_rx,
    output wire uart_tx
);
    wire [7:0] rx_data;
    wire       rx_done;
    reg        tx_start;
    reg [7:0]  tx_data;
    wire       tx_busy;
    reg [7:0] buffer [0:31];
    reg [5:0] idx;
    reg [5:0] send_idx;
    reg       sending;
    reg [2:0] state;
    reg       done_sending;
    uart_rx #(
        .CLK_FREQ(27000000),
        .BAUD_RATE(115200)
    ) u_rx (
        .clk     (clk),
        .rst_n   (rst_n),
        .rx      (uart_rx),
        .rx_data (rx_data),
        .rx_done (rx_done)
    );
    uart_tx #(
        .CLK_FREQ(27000000),
        .BAUD_RATE(115200)
    ) u_tx (
        .clk     (clk),
        .rst_n   (rst_n),
        .tx_start(tx_start),
        .tx_data (tx_data),
        .tx      (uart_tx),
        .tx_busy (tx_busy)
    );
    always @(posedge clk or negedge rst_n) begin
        if (!rst_n) begin
            idx          <= 0;
            sending      <= 0;
            tx_start     <= 0;
            send_idx     <= 0;
            state        <= 0;
            done_sending <= 0;
        end else begin
            tx_start <= 0;  
            if (rx_done && !sending) begin
                if (rx_data == 8'h0D) begin
                    if (idx != 0) begin
                        sending      <= 1;
                        send_idx     <= idx - 1;    
                        done_sending <= 0;          
                        tx_data  <= 8'h0D;  
                        tx_start <= 1;
                        state    <= 1;
                    end else begin
                        tx_data  <= 8'h0D;
                        tx_start <= 1;
                        state    <= 5;
                    end
                end else if (rx_data == 8'h0A) begin
                end else begin
                    buffer[idx] <= rx_data;
                    idx <= (idx == 31) ? 0 : idx + 1;
                    if (!tx_busy) begin
                        tx_data  <= rx_data;
                        tx_start <= 1;
                    end
                end
            end
            if (sending && !tx_busy && !tx_start) begin
                case (state)
                    1: begin
                        tx_data  <= 8'h0A;  
                        tx_start <= 1;
                        state    <= 2;  
                    end
                    2: begin
                        if (!done_sending) begin
                            tx_data  <= buffer[send_idx];
                            tx_start <= 1;
                            if (send_idx == 0) begin
                                done_sending <= 1;
                            end else begin
                                send_idx <= send_idx - 1;
                            end
                        end else begin
                            state <= 3;  
                        end
                    end
                    3: begin
                        tx_data  <= 8'h0D;  
                        tx_start <= 1;
                        state    <= 4;
                    end
                    4: begin
                        tx_data  <= 8'h0A;  
                        tx_start <= 1;
                        state    <= 0;
                        sending      <= 0;
                        idx          <= 0;
                        done_sending <= 0;
                    end
                    5: begin
                        tx_data  <= 8'h0A;  
                        tx_start <= 1;
                        state    <= 0;
                    end
                endcase
            end
        end
    end
endmodule
module uart_tx #(
    parameter CLK_FREQ = 27000000,
    parameter BAUD_RATE = 115200
)(
    input  wire clk,
    input  wire rst_n,
    input  wire tx_start,
    input  wire [7:0] tx_data,
    output reg  tx,
    output reg  tx_busy
);
    localparam DIV_CNT = CLK_FREQ / BAUD_RATE;
    reg [15:0] div_cnt;
    reg [3:0]  bit_cnt;
    reg [9:0]  tx_shift;
    always @(posedge clk or negedge rst_n) begin
        if (!rst_n) begin
            tx       <= 1'b1;
            tx_busy  <= 0;
            div_cnt  <= 0;
            bit_cnt  <= 0;
            tx_shift <= 10'b1111111111;
        end else begin
            if (tx_start && !tx_busy) begin
                tx_shift <= {1'b1, tx_data, 1'b0};  
                tx_busy  <= 1;
                bit_cnt  <= 0;
                div_cnt  <= 0;
            end else if (tx_busy) begin
                if (div_cnt == DIV_CNT-1) begin
                    div_cnt <= 0;
                    tx      <= tx_shift[bit_cnt];
                    bit_cnt <= bit_cnt + 1;
                    if (bit_cnt == 9) begin
                        tx_busy <= 0;
                    end
                end else begin
                    div_cnt <= div_cnt + 1;
                end
            end
        end
    end
endmodule
==> design/flow/run.sh <==
#!/bin/bash
# OpenROAD 26Q1-2900-gdf79404cd8, Yosys 0.63+post, stock flow scripts
make -C /OpenROAD-flow-scripts/flow DESIGN_CONFIG=/design/flow/config.mk WORK_HOME=/design/flow/orfs finish
==> impl_metrics.json <==
{
  "clk_pin_slew_ns": 0.06,
  "chip_area_um2": 40500,
  "post_cts_resized": 0,
  "synth.distinct_cells": 72,
  "synth_warnings": 4,
  "edf_count": 272,
  "p_per_area_nw_per_um2": 271,
  "antenna_found_initial": 0,
  "diodes": 0,
  "crit_type": "reg2reg",
  "syn-instance-count": 1236,
  "slew_violations": 0,
  "num_rows": 72,
  "fin_crit_sh_pct": 66.5,
  "slew_headroom_pct": 33.1,
  "async_reset_ff_share_pct": 23.2,
  "fillers": 3391,
  "syn_to_final_growth_pct": 13.3,
  "syn_area_um2": 15900,
  "flop_cell": "edfxtp_1",
  "utilization_pct": 46.3,
  "cts-root-buf": "clkbuf_16",
  "avgSynthCellArea_um2": 12.9,
  "cts_sinks": 354,
  "timing.setup.tns_ns": 0,
  "required_ns": 6.78,
  "die_x_um": 201,
  "routedWlPerCell_um": 24.2,
  "finalHoldViolations": 0,
  "io_pins": 4,
  "ys_seq_share_pct": 64.4,
  "worstMarginPinSlew_ns": 1.00,
  "critPathArrivalTime_ns": 4.60,
  "largest_register_ffs": 256,
  "numSynthFlops": 354,
  "clkLatencyLatePin_ns": 0.54,
  "vias": 10700,
  "rsz0062_at_grt": "false",
  "reg_top3": "buffer: 256 flops, u_rx.div_cnt: 16 flops, u_tx.div_cnt: 16 flops",
  "hold_path.class": "reg2reg",
  "setup_viol": 0,
  "cts_made_buffers": 39,
  "postCtsSetupBuffers": 0,
  "drive_gt1_share_pct": 14.2,
  "drc": 0,
  "r2r_slack_ns": 2.18,
  "first_iter_violations": 807,
  "ir_worst_vdd_v": 0.000169,
  "setup.worst_path.start_class": "register",
  "max_cap_viol_count": 0,
  "dr.pass1.iters": 5,
  "finClkSkew_ns": 0.0167,
  "io_buffers": 3,
  "clockBufferDepth": 3,
  "ant_nets": 0,
  "cp_max_fo": 14,
  "warnings": 41,
  "die_y_um": 201,
  "core_um2": 38900,
  "layout_top_cell": "edfxtp_1",
  "status": "complete, no violations",
  "grt_first_pass_wirelength_um": 66900,
  "largest_register": "buffer",
  "fp-utilization_pct": 40.8,
  "grt_pass1_vias": 10700,
  "ys_cells": 1236,
  "htreeDepth": 2,
  "worst_setup_path_end_kind": "register",
  "cts_hold_buf": 0,
  "leakagePower_nw": 5.67,
  "grt_max_degree": 58,
  "ys_chip_area_um2": 15900,
  "place.detailed.hpwl_um": 28800,
  "cts_tree": "built",
  "whs_ns": 0.476,
  "routed_wl_um": 44000,
  "most-common-layout-cells": "edfxtp_1 (272), nor2_1 (82), nand3_1 (78), nand2_1 (78), dfrtp_1 (68)",
  "period_minus_slack_ns": 4.32,
  "vias_per_cell": 5.88,
  "overflow": 0,
  "place_congestion": 0.979,
  "max_freq_mhz": 231,
  "grt_util_all_layers_pct": 23.7
}
## cells by family (layout without fill, tap and decap cells)
| kind of cell | count (synthesis) | in the layout | share of synthesized area (%) |
|---|---|---|---|
| compound gates | 242 | 242 | 10.5 |
| xor+xnor | 18 | 18 | 0.992 |
| fa+ha+maj | 29 | 29 | 2.28 |
| buf+inv | 92 | 156 | 2.28 |
| flops | 354 | 354 | 64.4 |
| mux | 85 | 85 | 5.95 |
| simple gates | 416 | 416 | 13.6 |
## cell type report
class	instances	area [um^2]	share of cell area, %
tap	518	648	3.60
inverter	26	97.6	0.542
multi-input combinational	790	5310	29.5
timing repair buffer	59	448	2.49
clock buffer	54	1090	6.08
clock inverter	17	164	0.910
sequential	354	10200	56.9
## cells in the mapped netlist (6+ instances only)
master	number	share of area [%]
nor4_1	14	0.55
nor2b_1	22	0.87
clkbuf_1	45	1.1
a21oi_1	27	0.85
mux2_2	40	2.8
dfstp_2	11	1.8
a22oi_1	25	1.2
nand2_1	78	1.8
a22o_1	9	0.50
mux2i_1	36	2.3
buf_1	8	0.19
a21boi_0	6	0.28
and2_1	9	0.35
nor3_1	24	0.76
edfxtp_1	272	51
nor2_1	82	1.9
o22ai_1	15	0.59
ha_1	29	2.3
o21ai_0	63	2.0
a31oi_1	15	0.59
or3_1	7	0.28
nand4_1	25	0.98
o31ai_1	12	0.57
and3_1	19	0.75
xnor2_1	7	0.39
inv_1	25	0.59
mux2_1	6	0.43
xor2_1	11	0.61
a32oi_1	13	0.72
or2_2	6	0.24
a2111oi_0	8	0.44
dfrtp_1	71	11
buf_2	13	0.41
nand3_1	78	2.5
nand2b_1	12	0.47
nor3b_1	7	0.33
nor4b_1	8	0.44
## routing by layer
layer  vias to the layer above  GRT usage [%]  part of all wire, %
li1                       4852              -                    -
met1                      5238           35.4                   41
met2                       514           32.9                   44
met3                        87           12.2                   13
met4                         0           5.82                  2.9
met5                         -              0                    0
## report_power, final
part	switching, mW	total, mW	internal [mW]
Sequential	0.0514	2.50	2.44
Clock	0.879	2.18	1.30
Combinational	0.120	0.214	0.0939
## per-stage QoR
step	cells	cell area, um^2	total power [mW]	setup WS [ns]
global route	1818	18000	5.04	1.81
floorplan	1236	15900	2.69	2.49
detailed placement	1747	16700	2.75	2.21
global placement	1747	16700	2.75	2.25
finish	1818	18000	4.89	2.18
CTS	1818	18000	4.92	2.19
## worst paths after layout
kind / from / depth (start not counted) / to
worst max-delay path: u_rx.bit_cnt[0]$_DFFE_PN0P_ / 13 / u_rx.data_buf[1]$_DFFE_PP_
worst min-delay path: u_tx.tx$_DFFE_PN1P_ / 2 / u_tx.tx$_DFFE_PN1P_
worst max register to register: u_rx.bit_cnt[0]$_DFFE_PN0P_ / 13 / u_rx.data_buf[1]$_DFFE_PP_
worst min register to register: u_tx.tx$_DFFE_PN1P_ / 2 / u_tx.tx$_DFFE_PN1P_
max in group asynchronous: rst_n / 2 / send_idx[2]$_DFF_PN0_
min in group asynchronous: rst_n / 1 / state[4]$_DFF_PN0_
## critical path, cell delays in order, from the launching register on
cell and delay (ns):
dfrtp_1 0.60, inv_1 0.14, ha_1 0.29, nor3_1 0.19, a21oi_1 0.05, o21ai_0 0.26
nand2_1 0.10, ha_1 0.33, or4_1 0.47, or4_1 0.53, a211oi_2 0.28, nand2_2 0.15
nor4_1 0.32, mux2_1 0.35
Power and IR drop assume default switching activity.
